$ cat flow/config.mk
export PLATFORM = sky130hd
export DESIGN_NAME = debounce
export DESIGN_NICKNAME = debounce
export VERILOG_FILES = /design/flow/design.v
export SDC_FILE = /design/flow/constraint.sdc
export NUM_CORES = 4
export LEC_CHECK = 1
export CORE_AREA = 10 10 98 98
export DIE_AREA = 0 0 108 108
$ cat flow/constraint.sdc
current_design debounce

set clk_period 5.1
set clk_io_pct 0.2

create_clock -name clk0 -period $clk_period [get_ports {clk}]

set non_clock_inputs [all_inputs -no_clocks]
set_input_delay [expr $clk_period * $clk_io_pct] -clock clk0 $non_clock_inputs
set_output_delay [expr $clk_period * $clk_io_pct] -clock clk0 [all_outputs]
$ cat flow/design.v
module debounce(clk, key_i, key_o);
input clk;
input key_i;
output key_o;
parameter NUMBER = 24'd10_000_000;
parameter NBITS = 24;
reg [NBITS-1:0] count;
reg key_o_temp;
reg key_m;
reg key_i_t1, key_i_t2;
assign key_o = key_o_temp;
always @ (posedge clk)
  begin
    key_i_t1 <= key_i;
    key_i_t2 <= key_i_t1;
  end
always @ (posedge clk)
  begin
    if (key_m != key_i_t2)
      begin
        key_m <= key_i_t2;
        count <= 0;
      end
    else if (count == NUMBER)
      begin
        key_o_temp <= key_m;
      end
    else
      count <= count+1;
  end
endmodule
$ cat flow/run.sh
#!/bin/bash
# OpenROAD 26Q1-2900-gdf79404cd8, Yosys 0.63+post, stock flow scripts
make -C /OpenROAD-flow-scripts/flow DESIGN_CONFIG=/design/flow/config.mk WORK_HOME=/design/flow/orfs finish
==> run summary <==
Figures from the flow reports.

Power:
- The run gives the total power consumption of the routed design as 0.000449 W.
- Across the VDD grid, the largest voltage drop is 0.000108 V.
- Per the OpenROAD power report, leakage power amounts to 0.453 nW.
- The run puts the power per unit of standard cell area at 297 mW/mm^2.

Timing:
- The run puts the count of endpoints failing setup in the final report at 0.
- The run puts the transition time at the pin with the least slew margin at 0.733 ns.
- The run puts the max-slew violation count at 0.
- Summed over all failing endpoints, the final setup total negative slack is 0 ns.
- The run gives the number of hold violations in the final report as 0.
- Setup repair after global routing left no endpoint under its margin.
- The run gives the share of the clock period used by the worst path as 41.0%.
- The run puts the worst max-slew margin expressed relative to the limit at 50.7%.
- The run gives the worst clock skew as 0.00624 ns.
- The run gives the top achievable clock speed as 479 MHz.
- The clock period could shrink to 2.09 ns.

Worst setup path:
- For reference, the most critical setup path is categorized as register to primary output.
- Listed in order, past its start point the critical path passes clkdlybuf4s50_1.
- The run gives the element type at the critical path start as a register.
- On the critical path the data arrives at 1.07 ns.
- The timing report notes that buffer and inverter cells on the critical path total 1.
- The worst setup path is captured at a primary output.
- The run gives the family of cells with the greatest summed delay on the critical path as buffers and inverters.
- The critical path maximum fanout is 1.
- The run puts the delay of the slowest cell on the worst path at 0.47 ns.
- The largest individual stage delay along the critical path comes from the cell sky130_fd_sc_hd__clkdlybuf4s50_1.
- The run gives the required arrival time at the worst endpoint as 4.08 ns.

Drt:
- The run gives the number of vias per cell as 4.11.
- The run puts the antenna diode count at 0.
- The run puts the final routed wirelength across all metal layers at 2490 um.
- The detailed router placed 1040 vias in this run.
- The run gives the remaining antenna violation count after routing as 0.
- The run puts the wire length per cell at 9.84 um.
- The first detailed-routing pass ran for 4 iterations.
- The run gives the count of unresolved DRC violations after routing as 0.
- The run puts the number of DRC markers in iteration 0 at 62.

Floorplan:
- The run puts the number of top-level design ports at 3.
- The run puts the overall die area at 0.0117 mm^2.
- The run puts the chip height at 108 um.
- The run gives the area of the core as 0.00765 mm^2.
- The run gives the number of cell rows as 32.
- The run gives the die span in x as 108 um.
- The run gives the pre-placement core utilization as 17.3%.

CTS:
- The run puts the number of buffers added to fix hold violations after cts at 0.
- The run puts the H-tree depth reported by CTS at 1.
- The run gives the number of clock sinks as 28.
- No sink is reached through more buffers than the 2 on the longest clock path.
- The run gives the buffer cell driving the clock tree root as sky130_fd_sc_hd__clkbuf_8.
- Per the repair_timing log after CTS, setup buffers inserted total 0.
- The run puts the worst-skew pair later-pin latency at 0.27 ns.
- The run gives the clock-pin slew on the worst setup and hold paths as 0.09 ns.
- The run puts the number of resized instances in the post-cts repair step at 0.
- The run gives the TritonCTS buffer count as 3.
- The run gives the CTS tree as yes.

Global routing:
- The run puts the initial antenna violation count at 0.
- The first global-routing pass estimated 4390 um of wire.
- Across every metal layer, demand over resource in global routing totals 4.40%.
- The run gives the maximum number of pins on one net before global-route repair as 26.
- The run gives the via count of the first global-routing pass as 948.
- The total overflow left after global routing is 0.

Yosys:
- Counting the warning lines in the Yosys log gives 1.
- The run puts the number of standard cells after synthesis at 150.
- The run gives the cell area after technology mapping as 0.00132 mm^2.
- The synthesis report names the predominant flop master as sky130_fd_sc_hd__dfxtp_1.
- The run gives the synthesized area per cell as 8.81 um^2.
- The run gives the number of synthesized register bits as 28.
- The run puts the yosys stat cell total at 150.
- The run gives the number of enable flip-flop cells as 2.
- After synthesis, the share of flip-flops with an asynchronous set or reset is 0%.
- After synthesis, the netlist uses 39 different library cells.
- The run gives the area reported by Yosys stat as 0.00132 mm^2.
- Per Yosys stat, the portion of area used by sequential elements is 43.9%.

Flow run:
- The run puts the max capacitance violation total at 0.
- Summing over the stages, the warning tally comes to 26.

Placed design:
- The run puts the quantity of I/O buffers inserted on ports at 2.
- The run puts the weighted congestion reported at the end of routability-driven placement at 0.849.
- The run gives the sum of net half-perimeters after detailed placement as 1750 um.

Final layout:
- The run puts the count of filler cells inserted in the layout at 825.
- The run puts the layout-stage area growth over the synthesis result at 14.5%.
- In the final layout, the share of cells above drive strength 1 is 6.62%.

Min path:
- The run gives the class of the worst hold path as register to register.

Status:
- The run finished with clean final reports.
[cells by family after synthesis]
| logic type | synth area share (%) |
|---|---|
| flops | 43.9 |
| fa+ha+maj | 1.89 |
| simple gates | 30.4 |
| compound gates | 12.3 |
| mux | 0.758 |
| xor+xnor | 6.63 |
| buf+inv | 4.07 |
[registers in the layout (all words and copies together), names as in the netlist]
register,cells
key_i_t2,1
key_i_t1,1
key_m,1
count,24
key_o_temp,1
[per-stage QoR]
step	cell area (um^2)	setup WS, ns	util (%)	hold WS, ns	std cells
floorplan	1320	3.26	-	0.310	150
global placement	1440	3.11	18.8	0.313	249
detailed placement	1440	3.11	18.8	0.319	249
CTS	1510	2.98	19.8	0.343	253
global route	1510	2.86	19.8	0.350	253
finish	1510	3.01	19.8	0.341	253
[power breakdown]
part / leakage (nW) / internal, W / switching (W)
sequential: 0.229 / 0.000229 / 0.0000108
combinational: 0.188 / 0.0000143 / 0.0000238
clock: 0.0357 / 0.000105 / 0.0000659
[cells in the mapped netlist, drive strengths merged, types with 2 or more instances]
cell type,number,area [um^2]
a21oi,12,60.1
and4,3,27.5
buf,2,16.3
clkbuf,3,11.3
dfxtp,26,521
edfxtp,2,60.1
ha,2,25.0
inv,7,26.3
nand2,9,33.8
nand3,12,60.1
nand4,6,52.6
nor2,14,52.6
nor3,3,15.0
nor4,6,37.5
o21ai,7,35.0
o31ai,2,15.0
or3,6,37.5
or4,3,22.5
xnor2,6,52.6
xor2,4,35.0
[path summary, 6_finish.rpt]
kind                                            start                      to  slack, ns  cells after the start
worst max-delay path             key_o_temp$_DFFE_PP_                   key_o       3.01                      1
worst min-delay path                 key_i_t1$_DFF_P_        key_i_t2$_DFF_P_       0.34                      0
worst max register to register  count[1]$_SDFFE_PP0P_  count[14]$_SDFFE_PP0P_       3.04                      5
worst min register to register       key_i_t1$_DFF_P_        key_i_t2$_DFF_P_       0.34                      0
[placed cells by master, fill, tap and decap left out, types with 2 or more instances in the layout]
cell type	instances
sky130_fd_sc_hd__dfxtp_1	26
sky130_fd_sc_hd__nor2_1	14
sky130_fd_sc_hd__nand3_1	12
sky130_fd_sc_hd__a21oi_1	12
sky130_fd_sc_hd__nand2_1	9
sky130_fd_sc_hd__o21ai_0	7
sky130_fd_sc_hd__inv_1	6
sky130_fd_sc_hd__xnor2_1	6
sky130_fd_sc_hd__nor4_1	6
sky130_fd_sc_hd__or3_1	6
sky130_fd_sc_hd__nand4_1	5
sky130_fd_sc_hd__xor2_1	4
sky130_fd_sc_hd__nor3_1	3
sky130_fd_sc_hd__or4_1	3
sky130_fd_sc_hd__clkbuf_8	3
sky130_fd_sc_hd__and4_1	2
sky130_fd_sc_hd__o31ai_1	2
sky130_fd_sc_hd__ha_1	2
sky130_fd_sc_hd__clkdlybuf4s50_1	2
sky130_fd_sc_hd__edfxtp_1	2
[final cells by class]
| type | count | area (um^2) | area share (%) |
|---|---|---|---|
| well taps | 102 | 128 | 8.44 |
| multi-input cells | 110 | 687 | 45.4 |
| flip-flops and latches | 28 | 581 | 38.4 |
| clock inverters | 1 | 30.0 | 1.99 |
| inverters | 7 | 26.3 | 1.74 |
| repair buffers | 2 | 20.0 | 1.32 |
| clock buffers | 3 | 41.3 | 2.73 |
[per-layer routing]
| layer | wire (um) | part of all wire (%) | global-route usage, % |
|---|---|---|---|
| met1 | 1290 | 52 | 6.36 |
| met2 | 1090 | 44 | 6.90 |
| met3 | 77 | 3.1 | 0.843 |
| met4 | 31 | 1.2 | 0.477 |
| met5 | 0 | 0 | 0 |
No activity file was given, so power comes from the tool's default toggle rates.
