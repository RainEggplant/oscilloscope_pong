## ./design.v

```verilog
module bcd_to_ssd(bcd, ssd);
input [3:0] bcd;
output [6:0] ssd;
assign ssd =
       (bcd == 4'h0) ? 7'b0111111 :
       (bcd == 4'h1) ? 7'b0000110 :
       (bcd == 4'h2) ? 7'b1011011 :
       (bcd == 4'h3) ? 7'b1001111 :
       (bcd == 4'h4) ? 7'b1100110 :
       (bcd == 4'h5) ? 7'b1101101 :
       (bcd == 4'h6) ? 7'b1111101 :
       (bcd == 4'h7) ? 7'b0000111 :
       (bcd == 4'h8) ? 7'b1111111 :
       (bcd == 4'h9) ? 7'b1101111 :
       7'b0;
endmodule
module bin_to_bcd(
         bin, hundreds, tens, ones
       );
input [7:0] bin;
output reg [3:0] hundreds;
output reg [3:0] tens;
output reg [3:0] ones;
reg [19:0] shift;
integer i;
always @ (bin)
  begin
    shift[19:8] = 0;
    shift[7:0] = bin;
    for (i = 0; i < 8; i = i + 1)
      begin
        if (shift[11:8] >= 5)
          shift[11:8] = shift[11:8] + 3;
        if (shift[15:12] >= 5)
          shift[15:12] = shift[15:12] + 3;
        if (shift[19:16] >= 5)
          shift[19:16] = shift[19:16] + 3;
        shift = shift << 1;
      end
    hundreds = shift[19:16];
    tens = shift[15:12];
    ones = shift[11:8];
  end
endmodule
module border_view(
         clk, x_border, y_border
       );
input clk;
output reg [7:0] x_border;
output reg [7:0] y_border;
parameter X_MAX = 255;
parameter Y_MAX = 220;
reg [1:0] i;
always @ (posedge clk)
  begin
    case (i)
      2'd0:
        begin
          x_border <= X_MAX;
          y_border <= 8'd0;
          i <= 2'd1;
        end
      2'd1:
        begin
          if (x_border > 8'd0)
            x_border <= x_border - 1;
          else
            i <= 2'd2;
        end
      2'd2:
        begin
          if (y_border < Y_MAX)
            y_border <= y_border + 1;
          else
            i <= 2'd3;
        end
      2'd3:
        begin
          if (x_border < X_MAX)
            x_border <= x_border + 1;
          else
            i <= 2'd0;
        end
    endcase
  end
endmodule
module clk_gen(sysclk, clk_100k, clk_ctr, clk_refresh);
input sysclk;
output reg clk_100k;
output reg clk_ctr;
output reg clk_refresh;
reg [8:0] count_100k;  
reg [15:0] count_ctr;  
reg [13:0] count_refresh;  
always @ (posedge sysclk)
  begin
    if (count_100k >= 9'd499)
      begin
        clk_100k <= ~clk_100k;
        count_100k <= 0;
      end
    else
      count_100k <= count_100k + 1;
    if (count_ctr >= 16'd49_999)
      begin
        clk_ctr <= ~clk_ctr;
        count_ctr <= 0;
      end
    else
      count_ctr <= count_ctr + 1;
    if (count_refresh >= 13'd9_999)
      begin
        clk_refresh <= ~clk_refresh;
        count_refresh <= 0;
      end
    else
      count_refresh <= count_refresh + 1;
  end
endmodule
module dual_slope_adc(
         clk, reset, is_neg_v, select_v_ref, digit_val
       );
input clk;
input reset;
input is_neg_v;
output reg [7:0] digit_val;
output reg select_v_ref;
reg [7:0] counter;
always @ (posedge clk)
  begin
    if (reset)
      begin
        select_v_ref <= 0;
        counter <= 0;
      end
    else
      begin
        if (~select_v_ref)
          begin
            if (counter == 8'd255)
              begin
                counter <= 8'd0;
                select_v_ref <= 1;
              end
            else
              begin
                counter <= counter + 1;
              end
          end
        else
          begin
            if (~is_neg_v)
              begin
                select_v_ref <= 0;
                digit_val <= counter;
                counter <= 0;
              end
            else
              begin
                counter <= counter + 1;
              end
          end
      end
  end
endmodule
module game_ctr(
         clk, reset, y_p_mid, x_b, y_b, score
       );
input clk;
input reset;
input [7:0] y_p_mid;
output reg [7:0] x_b;
output reg [7:0] y_b;
output reg [7:0] score;
parameter X_MAX = 255;
parameter Y_MAX = 220;
parameter PLATE_HALFWIDTH = 21;
wire [3:0] cycle_between_step;
assign cycle_between_step = score < 8'd15 ? 4'd15 - score[3:0] : 4'd1;
reg [3:0] counter;
wire [7:0] y_p_max;
wire [7:0] y_p_min;
assign y_p_max = y_p_mid <= Y_MAX - PLATE_HALFWIDTH ? y_p_mid + PLATE_HALFWIDTH : Y_MAX;
assign y_p_min = y_p_mid >= PLATE_HALFWIDTH ? y_p_mid- PLATE_HALFWIDTH : 0;
reg v_x;
reg v_y;
reg gameover;
reg [10:0] tick;
always @ (posedge clk or posedge reset)
  begin
    if (reset)
      begin
        tick <= 0;
        gameover <= 1;
      end
    else if (gameover)
      begin
        if (tick == 11'd2047)
          begin
            gameover <= 0;
            x_b <= X_MAX / 2;
            y_b <= Y_MAX / 2;
            v_x <= 1;
            v_y <= 1;
            counter <= 0;
            score <= 8'd0;
            tick <= 0;
          end
        else
          tick <= tick + 1;
      end
    else
      begin
        if (counter >= cycle_between_step)
          begin
            counter <= 0;
            if ((y_b == 0 && ~v_y) || (y_b == Y_MAX && v_y))
              v_y <= ~v_y;
            else
              y_b <= y_b + (v_y ? 1 : -1);
            if (x_b == 0 && ~v_x)
              v_x <= ~v_x;
            else if (x_b == X_MAX && v_x)
              begin
                if (y_b >= y_p_min && y_b <= y_p_max)
                  begin
                    score <= score + 1;
                    v_x <= ~v_x;
                  end
                else
                  gameover <= 1;
              end
            else
              x_b <= x_b + (v_x ? 1 : -1);
          end
        else
          counter <= counter + 1;
      end
  end
endmodule
module output_view(
         clk, x_b, y_b, x_p, y_p, x_border, y_border, x, y
       );
input clk;
input [7:0] x_b;
input [7:0] y_b;
input [7:0] x_p;
input [7:0] y_p;
input [7:0] x_border;
input [7:0] y_border;
output reg [7:0] x;
output reg [7:0] y;
reg [1:0] i;
always @ (posedge clk)
  begin
    case (i)
      2'd0:
        begin
          x <= x_b;
          y <= y_b;
          i <= 2'd1;
        end
      2'd1:
        begin
          x <= x_p;
          y <= y_p;
          i <= 2'd2;
        end
      2'd2:
        begin
          x <= x_border;
          y <= y_border;
          i <= 2'd0;
        end
      default:
        i <= 2'd0;
    endcase
  end
endmodule
module plate_view(
         clk, y_p_mid, x_p, y_p
       );
input clk;
input [7:0] y_p_mid;
output [7:0] x_p;
output reg [7:0] y_p;
parameter Y_MAX = 220;
parameter PLATE_HALFWIDTH = 21;
wire [7:0] y_p_max;
wire [7:0] y_p_min;
assign y_p_max = y_p_mid <= Y_MAX - PLATE_HALFWIDTH ? y_p_mid + PLATE_HALFWIDTH : Y_MAX;
assign y_p_min = y_p_mid >= PLATE_HALFWIDTH ? y_p_mid- PLATE_HALFWIDTH : 0;
assign x_p = 8'd255;
always @ (posedge clk)
  begin
    if (y_p >= y_p_min && y_p < y_p_max)
      y_p <= y_p + 1;
    else
      y_p <= y_p_min;
  end
endmodule
module ssd_display(clk, bin, ssd, ssd_bit);
input clk;
input [7:0] bin;
output [6:0] ssd;
output [2:0] ssd_bit;
reg [1:0] state;
reg [6:0] ssd;
reg [2:0] ssd_bit;
wire [3:0] hundreds;
wire [3:0] tens;
wire [3:0] ones;
wire [6:0] ssd_all[2:0];
bin_to_bcd bcd_to_ssd_0(.bin(bin), .hundreds(hundreds), .tens(tens), .ones(ones));
bcd_to_ssd bts_hundreds(.bcd(hundreds), .ssd(ssd_all[2]));
bcd_to_ssd bts_tens(.bcd(tens), .ssd(ssd_all[1]));
bcd_to_ssd bts_ones(.bcd(ones), .ssd(ssd_all[0]));
always @ (posedge clk)
  begin
    case (state)
      0:
        begin
          ssd <= ssd_all[2];
          ssd_bit[0] <= 1;
          ssd_bit[1] <= 0;
          ssd_bit[2] <= 0;
        end
      1:
        begin
          ssd <= ssd_all[1];
          ssd_bit[0] <= 0;
          ssd_bit[1] <= 1;
          ssd_bit[2] <= 0;
        end
      2:
        begin
          ssd <= ssd_all[0];
          ssd_bit[0] <= 0;
          ssd_bit[1] <= 0;
          ssd_bit[2] <= 1;
        end
    endcase
  end
always @ (posedge clk)
  begin
    if (state == 2)
      state <= 0;
    else
      state <= state + 1;
  end
endmodule
module top(
         sysclk, reset, is_neg_v, x, y, select_v_ref, ssd, ssd_bit
       );
input sysclk;
input reset;
input is_neg_v;
output [7:0] x;
output [7:0] y;
output select_v_ref;
output [6:0] ssd;
output [2:0] ssd_bit;
wire clk_100k;
wire clk_ctr;
wire clk_refresh;
wire [7:0] x_b;
wire [7:0] y_b;
wire [7:0] x_p;
wire [7:0] y_p;
wire [7:0] y_p_mid;
wire [7:0] x_border;
wire [7:0] y_border;
wire [7:0] score;
wire reset_d;
clk_gen clk_gen_0(.sysclk(sysclk), .clk_100k(clk_100k), .clk_ctr(clk_ctr), .clk_refresh(clk_refresh));
dual_slope_adc dual_slope_adc_0(
                 .clk(clk_100k), .reset(reset), .is_neg_v(is_neg_v), .select_v_ref(select_v_ref), .digit_val(y_p_mid)
               );
game_ctr game_ctr_0(.clk(clk_ctr), .reset(reset), .y_p_mid(y_p_mid), .x_b(x_b), .y_b(y_b), .score(score));
plate_view plate_view_0(.clk(clk_100k), .y_p_mid(y_p_mid), .x_p(x_p), .y_p(y_p));
border_view border_view_0(.clk(clk_100k), .x_border(x_border), .y_border(y_border));
output_view output_view_0(
              .clk(clk_refresh),
              .x_b(x_b), .y_b(y_b), .x_p(x_p), .y_p(y_p), .x_border(x_border), .y_border(y_border),
              .x(x), .y(y)
            );
ssd_display ssd_display_0(.clk(clk_ctr), .bin(score), .ssd(ssd), .ssd_bit(ssd_bit));
endmodule
```

## ./run.sh

```bash
#!/bin/bash
# OpenROAD 26Q1-2900-gdf79404cd8, Yosys 0.63+post, stock flow scripts
make -C /OpenROAD-flow-scripts/flow DESIGN_CONFIG=/design/flow/config.mk WORK_HOME=/design/flow/orfs finish
```

## ./config.mk

```make
export PLATFORM = sky130hd
export DESIGN_NAME = top
export DESIGN_NICKNAME = top
export VERILOG_FILES = /design/flow/design.v
export SDC_FILE = /design/flow/constraint.sdc
export NUM_CORES = 4
export LEC_CHECK = 1
export CORE_UTILIZATION = 40
```

## ./constraint.sdc

```tcl
current_design top

set clk_period 2.5
set clk_io_pct 0.2

create_clock -name clk0 -period $clk_period [get_ports {sysclk}]

set non_clock_inputs [all_inputs -no_clocks]
set_input_delay [expr $clk_period * $clk_io_pct] -clock clk0 $non_clock_inputs
set_output_delay [expr $clk_period * $clk_io_pct] -clock clk0 [all_outputs]
```

==> summary.txt <==
State of the implementation.

- Setup repair after global routing left no endpoint under its margin.
- Among the non-sequential cells, simple AND/OR/NAND/NOR gates take the most area.
- For this run the top cell type by instance count after synthesis was sky130_fd_sc_hd__nor2_1.
- Cells with a size suffix above 1 make up 4.42% of the layout.
- The floorplan has 57 rows.
- The sum of internal, switching and leakage power is 1.39 mW, for reference.
- The routed layout reports a DRC error count of 0.
- 30 I/O pins were placed.
- The sequential cell fraction of total power is 53.8%, for reference.
- The die area is 25800 um^2, for reference.
- Of all cell types, the one taking the most synthesized area is sky130_fd_sc_hd__edfxtp_1.
- The number of H-tree branching levels is 2, for reference.
- Prior to clock tree synthesis, the placed netlist has a worst setup slack of 463 ps.
- The cts-stage hold buffer count is 0, for reference.
- The number of clock buffers inserted by TritonCTS is 5, for reference.
- According to the floorplan report, the placeable core area is 24500 um^2.
- The via count of the first global-routing pass is 6685.
- STA classifies the critical path endpoint as a flop.
- The number of buffers on the longest clock path is 2, for reference.
- The initial cell density of the core is 41.1%, for reference.
- Gates resized during post-CTS repair numbered 0.
- Buffers added to address setup during post-CTS repair amount to 0.
- The initial antenna violation count is 0, for reference.
- The antenna cell count is 0, for reference.
- In this run the horizontal extent of the chip is 161 um.
- Excluding fillers, the count of instances in the completed layout stands at 1411.
- The detailed router's first-iteration violation count is 386, for reference.
- In this run the maximum-capacitance check reported violations numbering 0.
- For this run the detailed placement stage logged an HPWL of 14300 um.
- The average wire per standard cell is 13.4 um, for reference.
- The first-pass iteration count of the detailed router is 5, for reference.
- The aggregate negative setup slack is 0 ps, for reference.
- The core utilization of the finished layout is 44.0%, for reference.
- Post-route period utilization is reported as 81.0%.
- The flow ran to the end, and the final reports show no timing, DRC or antenna violations.
- The post-synthesis share of cell area spent on and, or, nand and nor gates is 18.0%, for reference.
- The CTS tree is built, for reference.
- For reference, the final report shows the hold violation count at 0.
- The data arrival at the endpoint of the critical path is 1940 ps, for reference.
- The power density normalized to cell area is 129 nW/um^2, for reference.
- The yosys warning tally is 9, for reference.
- The number of distinct library cell variants in the gate-level netlist after synthesis is 86, for reference.
- The wire length of the first global-routing pass is 32200 um, for reference.
- The worst slew margin relative to its limit is 41.3%, for reference.
- Warnings raised by the tools during the run amount to 37.
- On the reported timing paths, the clock transition at the registers reads 50 ps.
- The share of flip-flops with an asynchronous set or reset is 7.55%, for reference.
- The fraction of the mapped netlist area in compound gates is 16.1%, for reference.
- The count of endpoints failing setup in the final report is 0, for reference.
- The highest supply drop recorded on VDD is 625 uV.
- The category of cells accounting for the largest share of critical-path delay is simple AND/OR/NAND/NOR gates, for reference.
- The cell count after placement is 1403, for reference.
- The post-synthesis mux area share is 2.26%, for reference.
- Summing all placed instances gives a cell area of 10600 um^2.
- The cell with the biggest individual delay on the critical path is sky130_fd_sc_hd__and3_1, for reference.
- Summed over all layers, the global routing overflow is 0.
- The count of library flops with an enable pin is 83, for reference.
- The main area contributors are sky130_fd_sc_hd__edfxtp_1 (25%), sky130_fd_sc_hd__dfxtp_1 (13%), sky130_fd_sc_hd__ha_1 (10%), sky130_fd_sc_hd__nor2_1 (5.0%), sky130_fd_sc_hd__xnor2_1 (4.9%).
- After synthesis, flip-flops and latches occupy 40.5% of the total area.
- The area taken by sequential standard cells is reported as 4080 um^2.
- The master cell of the clock root buffer is sky130_fd_sc_hd__clkbuf_16, for reference.
- The clock network burns 44.6% of the power.
- The synthesized netlist handed to floorplanning was reported with a cell count of 1082.
- Looking at the power breakdown, combinational cells take 1.5% of the total.
- The area growth from synthesis to layout is 7.17%.
- The transition time at the pin with the least slew margin is 878 ps, for reference.
- The maximum single-stage delay on the critical path is 540 ps, for reference.
- The final weighted congestion recorded by global placement is 0.916.
- For this block, the via count after detailed routing is 7388.
- The post-route worst hold slack is 443 ps, for reference.
- 224 endpoints have no timing constraint.
- The timer found 117 register pins that no clock reaches; their paths are not timed.
- The yosys stat cell total is 1082, for reference.
- The pin count of the biggest net entering global routing is 55, for reference.
- The area of the mapped netlist is 10100 um^2, for reference.
- In this run the worst hold path is classified as reg -> reg.
- The critical path in the final layout is reported with a setup slack of 474 ps.
- The proportion of netlist area held by the largest area contributor is 24.7%, for reference.
- The internal portion of the total power is 1.13 mW.
- In the final layout, the fill cell count is 2357.
- The data required time of the worst path is 2410 ps, for reference.
- Of the total synthesized cell area, the portion taken by full adders, half adders and majority gates is 10.8%.
- Subtracting the final worst setup slack from the clock period gives 2030 ps.
- After detailed routing, the number of vias per cell comes to 5.24.
- The sort of element at the start of the critical path is a flop, for reference.
- The start-to-end type of the worst setup path is reg -> reg, for reference.
- The wire length recorded after detailed routing is 18900 um.
- The leakage component of the power was reported as 4.18 nW.
- Among all flip-flop cells after synthesis, the most frequent one is sky130_fd_sc_hd__edfxtp_1.
- The critical-path maximum fanout is 16, for reference.
- Of the total synthesized cell area, the portion taken by XOR and XNOR cells is 8.75%.
- Counting pins that exceed their max-slew limit in the final report gives 0.
- The script reports the combined buffer and inverter count of the critical path as 0.
- Counting stages on the worst path, the most repeated cell is sky130_fd_sc_hd__and3_1.
- The report lists the cells along the critical path as ha_1, and3_1, or3_1, a21oi_1, o21ai_0, and3_1.
- The floorplan step set the die height to 161 um.
- The synthesized netlist has a Yosys-reported chip area of 10100 um^2.
- The number of port buffers is 29, for reference.
- Once synthesis finished, the tally of register bits stood at 159.
- Summed over all routing layers, the global router reports a total usage of 15.4%.
- Across the routed clock network, the largest skew measured is 2.20 ps.
- Leaving out buffers and inverters, the combinational logic in the layout accounts for 5640 um^2.
- The insertion delay to the later sink of the worst-skew pair is 270 ps, for reference.
- The net switching component of the power is 256 uW, for reference.
- Timing would allow up to 494 MHz.
- Counting instances in the post-synthesis netlist gives the leading cell types as sky130_fd_sc_hd__nor2_1 (135), sky130_fd_sc_hd__nand2_1 (93), sky130_fd_sc_hd__edfxtp_1 (83).
- The script computed the net switching share of total power as 18.4%.
- After routing the design area is 10800 um^2.
- Dividing the synthesized area by the synthesized cell count gives 9.31 um^2.
- The post-detailed-route count of antenna-violating nets is 0, for reference.
==> path summary, 6_finish.rpt <==
| path | depth (start not counted) | from | slack, ps | endpoint |
|---|---|---|---|---|
| worst max register to register | 6 | clk_gen_0.count_ctr[0] | 470 | clk_gen_0.clk_ctr |
| worst min-delay path | 1 | clk_gen_0.count_ctr[0] | 440 | clk_gen_0.count_ctr[0] |
| worst max-delay path | 6 | clk_gen_0.count_ctr[0] | 470 | clk_gen_0.clk_ctr |
| worst min register to register | 1 | clk_gen_0.count_ctr[0] | 440 | clk_gen_0.count_ctr[0] |
==> registers in the layout, summed over array words and instances (netlist names), 9 cells and up <==
name,cells
clk_gen_0.count_refresh,14
game_ctr_0.tick,11
clk_gen_0.count_ctr,16
clk_gen_0.count_100k,9
==> power groups by stage <==
stage / Sequential (mW) / Clock, mW / Combinational (mW)
CTS: 0.748 / 0.639 / 0.0214
global route: 0.750 / 0.668 / 0.0250
finish: 0.749 / 0.621 / 0.0209
==> kinds of logic after synthesis <==
logic type / count (synthesis)
xor+xnor: 96
buf+inv: 91
mux: 21
flops: 159
other cells: 1
compound gates: 240
fa+ha+maj: 85
simple gates: 389
==> cell type report <==
class | instances | share of cell area [%]
Clock buffer | 7 | 1.32
Clock inverter | 1 | 0.0464
Inverter | 50 | 1.74
Multi-Input combinational cell | 834 | 52.2
Sequential cell | 159 | 37.8
Tap cell | 324 | 3.76
Timing Repair Buffer | 36 | 3.18
==> worst register-to-register path, cell delays in order, from the launching register on <==
cell                      delay, ps
sky130_fd_sc_hd__dfxtp_1        340
sky130_fd_sc_hd__ha_1           180
sky130_fd_sc_hd__and3_1         230
sky130_fd_sc_hd__or3_1          120
sky130_fd_sc_hd__a21oi_1         60
sky130_fd_sc_hd__o21ai_0        180
sky130_fd_sc_hd__and3_1         540
==> cells in the final DEF, fill, tap and decap left out, drive strengths merged, types with 9 or more instances in the layout <==
cell / count
a21o: 22
a21oi: 79
a22oi: 9
a31oi: 9
and3: 19
clkdlybuf4s50: 29
dfrtp: 11
dfxtp: 64
edfxtp: 83
ha: 82
inv: 48
mux2i: 13
nand2: 95
nand2b: 16
nand3: 44
nand4: 10
nor2: 135
nor2b: 11
nor3: 22
o211ai: 15
o21ai: 39
o21bai: 11
or3: 9
xnor2: 58
xor2: 37
==> layer usage <==
| layer | vias to the layer above | global-route usage (%) | part of all wire (%) |
|---|---|---|---|
| li1 | 3874 | - | - |
| met1 | 3378 | 27.2 | 53 |
| met2 | 132 | 22.4 | 43 |
| met3 | 4 | 1.32 | 3.3 |
| met4 | 0 | 0.736 | 0.30 |
| met5 | - | 0 | 0 |
Power figures rest on the tool's default switching activity, not on a simulated workload.
